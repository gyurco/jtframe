==> /design/flow/design.v <==
module jtframe_dual_clk_ram #(parameter dw=8, aw=10)(
    input   clka,
    input   clka_en,
    input   clkb,
    input   clkb_en,
    input   [dw-1:0] data_a,
    input   [dw-1:0] data_b,
    input   [aw-1:0] addr_a,
    input   [aw-1:0] addr_b,
    input   we_a,
    input   we_b,
    output reg [dw-1:0] q_a,
    output reg [dw-1:0] q_b
);
reg [dw-1:0] mem[0:(2**aw)-1];
always @(posedge clka) if(clka_en) begin
    q_a <= mem[addr_a];
    if(we_a) mem[addr_a] <= data_a;
end
always @(posedge clkb) if(clkb_en) begin
    q_b <= mem[addr_b];
    if(we_b) mem[addr_b] <= data_b;
end
endmodule  
`timescale 1ns/1ps
module jtgng_vga #(parameter COLORW=4)(
    input                  clk_rgb,     
    input                  cen6,
    input                  clk_vga,     
    input                  rst,
    input   [COLORW-1:0]   red,
    input   [COLORW-1:0]   green,
    input   [COLORW-1:0]   blue,
    input                  LHBL,
    input                  LVBL,
    input                  en_mixing,
    output  reg [COLORW:0] vga_red,
    output  reg [COLORW:0] vga_green,
    output  reg [COLORW:0] vga_blue,
    output  reg            vga_hsync,
    output  reg            vga_vsync,
    output  reg            vga_hb,
    output  reg            vga_vb
);
reg [7:0] wr_addr, rd_addr;
reg wr_sel, rd_sel;
reg double;
wire [COLORW*3-1:0] buf0_rgb, buf1_rgb;
wire [(COLORW+1)*3-1:0] dbl0_rgb, dbl1_rgb;
reg scanline;
jtgng_vgapxl #(COLORW) u_pxl0(  
    .clk    ( clk_vga   ),
    .double (  double   ),
    .en_mix ( en_mixing ),
    .rgb_in ( buf0_rgb  ),
    .rgb_out( dbl0_rgb  )
);
jtgng_vgapxl #(COLORW) u_pxl1(  
    .clk    ( clk_vga   ),
    .double (  double   ),
    .en_mix ( en_mixing ),
    .rgb_in ( buf1_rgb  ),
    .rgb_out( dbl1_rgb  )
);
function [COLORW:0] avg;  
    input [COLORW:0] a;
    input [COLORW:0] b;
    reg [COLORW+1:0] sum;
    begin
        sum = { 1'b0, a } + {1'b0,b};
        avg = sum[COLORW+1:1];
    end
endfunction
reg blank;  
localparam OUTW = COLORW+1;
localparam R1 = OUTW*3-1, R0=OUTW*2;
localparam G1 = OUTW*2-1, G0=OUTW;
localparam B1 = OUTW-1, B0=0;
always @(posedge clk_vga, posedge rst) begin : pixel_mux
    reg last_blank;
    if( rst ) begin
        last_blank <= 1'b0;
        vga_red    <= {COLORW+1{1'b0}};
        vga_green  <= {COLORW+1{1'b0}};
        vga_blue   <= {COLORW+1{1'b0}};
    end else begin
        last_blank <= blank;
        if( !last_blank ) begin
            if( !scanline || !en_mixing)
                {vga_red, vga_green,vga_blue} <= !rd_sel ? dbl1_rgb : dbl0_rgb;
            else begin  
                vga_red  <= avg( dbl1_rgb[R1:R0], dbl0_rgb[R1:R0]);
                vga_green<= avg( dbl1_rgb[G1:G0], dbl0_rgb[G1:G0]);
                vga_blue <= avg( dbl1_rgb[B1:B0], dbl0_rgb[B1:B0]);
            end
        end else begin
            {vga_red, vga_green,vga_blue} <= 15'd0;  
        end
    end
end
reg LHBL_vga, last_LHBL_vga;
reg wr_vga;
wire [COLORW*3-1:0] rgb_dly = {red,green,blue};
jtframe_dual_clk_ram #(.dw(COLORW*3),.aw(8)) ram0 (
    .addr_a  ( wr_addr            ),
    .addr_b  ( rd_addr            ),
    .clka    ( clk_rgb            ),
    .clka_en ( cen6               ),
    .clkb    ( clk_vga            ),
    .clkb_en ( 1'b1               ),
    .data_a  ( rgb_dly            ),
    .data_b  ( 12'd0              ),  
    .we_a    ( wr_vga&&LHBL_vga   ),
    .we_b    ( 1'b0               ),
    .q_b     ( buf0_rgb           ),
    .q_a     (                    )
);
jtframe_dual_clk_ram #(.dw(COLORW*3),.aw(8)) ram1 (
    .addr_a  ( wr_addr            ),
    .addr_b  ( rd_addr            ),
    .clka    ( clk_rgb            ),
    .clka_en ( cen6               ),
    .clkb    ( clk_vga            ),
    .clkb_en ( 1'b1               ),
    .data_a  ( rgb_dly            ),
    .data_b  ( 12'd0              ),  
    .we_a    ( !wr_vga && LHBL_vga),
    .we_b    ( 1'b0               ),
    .q_b     ( buf1_rgb           ),
    .q_a     (                    )
);
reg last_LHBL;
always @(posedge clk_rgb, posedge rst)
    if( rst ) begin
        wr_addr <= 8'd0;
        wr_sel <= 1'b0;
    end else begin
        last_LHBL <= LHBL;
        if( !LHBL ) begin
            wr_addr <= 8'd0;
            if( last_LHBL!=LHBL ) wr_sel <= ~wr_sel;
        end else
            if(cen6) wr_addr <= wr_addr + 1'b1;
    end
reg LVBL_vga, last_LVBL_vga;
reg vsync_req;
reg wait_hsync;
always @(posedge clk_vga, posedge rst) 
    if( rst ) begin
        LHBL_vga      <= 1'b0;
        last_LVBL_vga <= 1'b0;
        LVBL_vga      <= 1'b0;
        last_LVBL_vga <= 1'b0;
        wr_vga        <= 1'b0;
        vsync_req     <= 1'b0;
        vga_vb        <= 1'b1;
    end else begin
        LHBL_vga <= LHBL;
        last_LHBL_vga <= LHBL_vga;
        LVBL_vga <= LVBL;
        last_LVBL_vga <= LVBL_vga;
        wr_vga <= wr_sel;
        vsync_req <= !vga_vsync ? 1'b0 : vsync_req || (!LVBL_vga && last_LVBL_vga);
        vga_vb    <= !LVBL_vga;
    end
reg [6:0] cnt;
reg [1:0] state;
reg centre_done, finish;
reg vsync_cnt;
reg rd_sel_aux;
localparam SYNC=2'd0, FRONT=2'd1, LINE=2'd2, BACK=2'd3;
always @(posedge clk_vga, posedge rst) begin
    if( rst ) begin
        rd_addr <= 8'd0;
        state <= SYNC;
        cnt <= 7'd96;
        centre_done <= 1'b0;
        wait_hsync  <= 1'b1;
        vsync_cnt   <= 1'b0;
        vga_vsync   <= 1'b1;
        vga_hsync   <= 1'b1;
        rd_sel_aux  <= 1'b0;
        rd_sel      <= 1'b0;
        scanline    <= 1'b0;
        vga_hb      <= 1'b1;
    end
    else begin
        blank <= 1'b1;
        case( state )
            SYNC: begin
                rd_addr <= 8'd0;
                vga_hsync <= 1'b0;
                if( vsync_req ) begin
                    vga_vsync <= 1'b0;
                    vsync_cnt <= 1'b0;
                end
                if( cnt != 7'd0 ) cnt <= cnt - 7'b1;
                if( ( wait_hsync && (!LHBL_vga && last_LHBL_vga)) ||
                    (!wait_hsync && cnt==7'd0) ) begin
                    state<=FRONT;
                    cnt  <=7'd16;
                    wait_hsync <= ~wait_hsync;
                    rd_sel_aux <= ~rd_sel_aux;
                    if( rd_sel_aux ) begin
                        rd_sel <= ~wr_sel;
                    end
                end
            end
            FRONT: begin
                rd_addr <= 8'd0;
                vga_hsync <= 1'b1;
                cnt <= cnt - 1'b1;
                if( cnt==7'd0 ) begin
                    state       <=LINE;
                    double      <=1'b0;
                    finish      <=1'b0;
                    cnt         <=7'd63;
                    centre_done <= 1'b0;
                    scanline    <= ~scanline;
                end
            end
            LINE: begin
                vga_hb <= 1'b0;
                case( {finish, centre_done})
                    2'b00:
                        if(cnt!=7'd0) begin
                            cnt<=cnt-1'b1;  
                        end else begin
                            blank <= 1'b0;
                            {centre_done,rd_addr,double}<={rd_addr,double}+1'b1;
                        end
                    2'b01: begin
                        finish <= cnt==7'd60;
                        cnt <= cnt+1'b1;
                    end
                    2'b11: begin
                        state <= BACK;
                        cnt   <= 7'd48;
                    end
                    default:;
                endcase
            end
            BACK: begin
                if( cnt==7'd0 ) begin
                    state<=SYNC;
                    cnt <= 7'd96;
                    {vga_vsync, vsync_cnt} <= {vsync_cnt, 1'b1};
                end
                else cnt <= cnt - 1'b1;
                vga_hb <= 1'b1;
            end
        endcase
    end
end
endmodule  
module jtgng_vgapxl #(parameter COLORW=4) (
    input                     clk,
    input                     double,
    input                     en_mix,
    input  [COLORW*3-1:0]     rgb_in,
    output [(COLORW+1)*3-1:0] rgb_out
);
function [COLORW:0] ext;  
    input [COLORW-1:0] a;
    ext = { a, a[COLORW-1] };
endfunction
reg [COLORW-1:0] last_r, last_g, last_b;
reg [COLORW  :0] pxl_r, pxl_g, pxl_b;
assign rgb_out = { pxl_r, pxl_g, pxl_b };
wire [COLORW+1:0] mix_r = ext(last_r) + ext(rgb_in[COLORW*3-1:COLORW*2]);
wire [COLORW+1:0] mix_g = ext(last_g) + ext(rgb_in[COLORW*2-1:COLORW]);
wire [COLORW+1:0] mix_b = ext(last_b) + ext(rgb_in[COLORW-1:0]);
always @(posedge clk) begin
    {last_r, last_g, last_b} <= rgb_in;
    if( !double || !en_mix ) begin
        pxl_r <= ext(rgb_in[COLORW*3-1:COLORW*2]);
        pxl_g <= ext(rgb_in[COLORW*2-1:COLORW]);
        pxl_b <= ext(rgb_in[COLORW-1:0]);
    end
    else begin
        pxl_r <= mix_r[COLORW+1:1];
        pxl_g <= mix_g[COLORW+1:1];
        pxl_b <= mix_b[COLORW+1:1];
    end
end
endmodule  
==> /design/flow/run.sh <==
#!/bin/bash
# OpenROAD 26Q1-2900-gdf79404cd8, Yosys 0.63+post, stock flow scripts
make -C /OpenROAD-flow-scripts/flow DESIGN_CONFIG=/design/flow/config.mk WORK_HOME=/design/flow/orfs finish
==> /design/flow/config.mk <==
export PLATFORM = sky130hd
export DESIGN_NAME = jtgng_vga
export DESIGN_NICKNAME = jtgng_vga
export VERILOG_FILES = /design/flow/design.v
export SDC_FILE = /design/flow/constraint.sdc
export NUM_CORES = 4
export LEC_CHECK = 1
export CORE_UTILIZATION = 30
export SYNTH_MEMORY_MAX_BITS = 65536
==> /design/flow/constraint.sdc <==
current_design jtgng_vga

set clk_period 16.0
set clk_io_pct 0.2

create_clock -name clk0 -period $clk_period [get_ports {clk_rgb}]
create_clock -name clk1 -period $clk_period [get_ports {clk_vga}]

set non_clock_inputs [all_inputs -no_clocks]
set_input_delay [expr $clk_period * $clk_io_pct] -clock clk0 $non_clock_inputs
set_output_delay [expr $clk_period * $clk_io_pct] -clock clk0 [all_outputs]
==> run summary <==
Notes on the physical design

The post-route antenna net violation count is 0. The placed instance area is 260000 sq um. The total via count in the routed design is 119000.

The clock sink count is 6286. The global route stage reports its total congestion overflow as 0. The report lists the number of cells resized after CTS as 0. The arrival time of data at the worst endpoint is listed as 7.36 ns.

The cell type with the highest occurrence count on the critical path is sky130_fd_sc_hd__buf_4. The post-cts hold-fix buffer tally is 0. The total global routing track utilization is 0.168. The via-per-instance ratio is 5.04.

The number of standard cells after synthesis is 11600. The largest net degree at the start of global routing is 97. The worst setup path is launched from a register. The Yosys step of the flow raised 3 warnings. The synthesized flop and latch total is 6286. The STA report counts the stages on the worst setup path as 11.

The number of flops mapped to enable cells by yosys is 6149. The yosys-reported design area after synthesis is 243000 sq um. The max-slew headroom at the worst pin is 0.107. The DRC marker count from the first detailed-route iteration is 7951. The filler cells instantiated in the layout total 73200. The routed wire length per instance is 27.1 um.

The tally of unique sky130hd cells used after synthesis is 64. The total wire length is 642000 um. The timing report attributes the biggest portion of critical-path delay to buffers and inverters. The via count of the first global-routing pass is 130000.

The register-to-register setup slack is 8.96 ns. The predominant post-synthesis flop cell is sky130_fd_sc_hd__edfxtp_1. Pin placement for this block handled 38 I/O pins. The setup TNS is 0 ns. The core utilization at floorplan is 0.302. Counting both buffers and inverters, the worst setup path holds a total of 5.

The worst vdd rail ir drop is 0.000117 V. The critical path data required time is 16.32 ns. For the pin with the worst max-slew slack, the measured transition is 1.33 ns. Per the final layout report, the fraction of cells sized above drive strength 1 comes to 0.241.

The detailed placement HPWL is 400000 um. The final timing report lists a hold violation count of 0. The end of the critical path is ram0.q_b[8]$_DFF_P_.

Per the final report, max-transition violations number 0. Setup repair after global routing left no endpoint under its margin. Looking at the reg2reg group, the worst path ends at ram0.q_b[8]$_DFF_P_. The residual DRC count is 0. The worst-path maximum fanout is 75.

The CTS tree is built. The beginning of the worst register-to-register path is rd_addr[0]$_DFFE_PP0P_. The largest stage delay on the critical path is 1.01 ns. The wire length of the first global-routing pass is 927000 um. Of the synthesized area, sequential elements account for 0.774. The critical path is of the reg2reg type. The die is 901 um tall. The number of antenna violations at the first check in global routing is 17. The core region is 804000 sq um. Note that the worst hold path type here is reg2reg. The slowest stage of the critical path is the sky130_fd_sc_hd__nor4_1 cell. For this design the ratio of total power to cell area is 117 nW/um^2. The setup fix buffers added after clock tree synthesis is 0.

Listed in order, past its start point the critical path passes buf_4, buf_4, buf_4, buf_12, buf_4, mux2i_1, o221ai_1, a21oi_1, nor4_1, nand3_1, nor4_1. The clock-pin slew on the worst setup and hold paths is 0.08 ns. The run finished with clean final reports. Before any placement, the netlist area is recorded as 243000 sq um.

The kind of capture point of the worst setup path is a register. The number of port buffers is 36. The power report puts the leakage power at 83.3 nW. The clock skew after layout is 0.0506 ns. The placer's final routability congestion estimate is 0.905. The number of max-cap violations is 0. The area taken by sequential standard cells is reported as 188000 sq um. The fraction of registers with async set or reset after synthesis is 0.00939. The total of endpoints with negative setup slack in the final report is 0.

The horizontal die dimension reported for this design is 901 um. The total iterations of the first detailed-routing run is 6. After synthesis, the mean cell area works out to 21.0 sq um. The total cells reported by yosys after synthesis is 11600. Measured in cells, the most critical reg-to-reg path has a length of 11. The OpenROAD warning count is 31. The full die area is 812000 sq um. The launch point of the critical path was reported as rd_addr[0]$_DFFE_PP0P_.

The placement row count is 329. The area added between synthesis and finish is 15.2%. The final design area excluding fillers is 279000 sq um. Per the layout area report, the combinational gate area comes to 51300 sq um.
state kept, by name (all words and copies together), names as in the netlist, 4 cells and up:
| register | cells |
|---|---|
| ram1.q_b | 12 |
| u_pxl1.pxl_b | 5 |
| state | 4 |
| u_pxl0.last_b | 4 |
| u_pxl0.last_g | 4 |
| u_pxl0.pxl_b | 5 |
| ram1.mem | 3072 |
| u_pxl0.pxl_g | 5 |
| vga_green | 5 |
| u_pxl1.last_g | 4 |
| vga_blue | 5 |
| vga_red | 5 |
| u_pxl1.last_b | 4 |
| rd_addr | 8 |
| u_pxl1.pxl_g | 5 |
| u_pxl0.pxl_r | 5 |
| u_pxl0.last_r | 4 |
| u_pxl1.pxl_r | 5 |
| ram0.mem | 3072 |
| ram0.q_b | 12 |
| wr_addr | 8 |
| u_pxl1.last_r | 4 |
| cnt | 7 |
cells in the final DEF, fill, tap and decap left out, drive strengths merged, types with 36 or more instances in the layout:
cell / netlist / final
o22a: 48 / 48
o221ai: 388 / 388
a22oi: 96 / 96
clkbuf: 396 / 804
clkinv: 1 / 238
nor3: 155 / 155
nor4: 73 / 73
dfrtp: 51 / 51
a21oi: 305 / 305
dfxtp: 78 / 78
ha: 43 / 43
a22o: 48 / 48
xnor2: 36 / 36
mux4: 1248 / 1248
buf: 320 / 914
nand3: 69 / 69
edfxtp: 6149 / 6149
inv: 33 / 73
nor2: 585 / 585
o21ai: 182 / 182
o22ai: 123 / 123
nand2: 167 / 167
mux2i: 733 / 733
a221oi: 54 / 54
routing by layer:
metal	vias to the layer above	global-route usage	wire [um]
met5	-	0.00117	323
met4	14	0.0579	28700
met3	1072	0.128	106000
met2	6851	0.252	300000
met1	60900	0.186	207000
li1	50300	-	-
stage by stage:
stage	hold slack (ns)	total power (W)	util	cells	setup WS, ns
3_3_place_gp	0.359	0.0189	0.323	22500	8.54
4_1_cts	0.376	0.0329	0.348	23700	8.74
5_1_grt	0.387	0.0336	0.348	23700	8.38
6_report	0.371	0.0327	0.348	23700	8.96
2_1_floorplan	0.331	0.0185	-	11600	10.88
3_5_place_dp	0.360	0.0190	0.323	22500	8.66
worst min path at each step:
stage	startpoint	to	slack, ns	cells after the start
5_1_grt	ram0.q_b[1]$_DFF_P_	u_pxl0.last_b[1]$_DFF_P_	0.39	0
6_report	ram0.q_b[1]$_DFF_P_	u_pxl0.last_b[1]$_DFF_P_	0.37	0
4_1_cts	LVBL_vga$_DFF_PP0_	last_LVBL_vga$_DFF_PP0_	0.38	0
layout make-up:
| type | instances | share of cell area |
|---|---|---|
| timing repair buffer | 938 | 0.0264 |
| sequential | 6286 | 0.672 |
| tap | 10800 | 0.0482 |
| clock buffer | 804 | 0.0604 |
| clock inverter | 311 | 0.00911 |
| multi-input combinational | 4534 | 0.184 |
| inverter | 34 | 0.000506 |
| antenna | 4 | 0.0000358 |
synth_stat cells (96+ instances only):
cell | n | area (sq um)
sky130_fd_sc_hd__edfxtp_1 | 6149 | 185000
sky130_fd_sc_hd__mux4_2 | 1248 | 28100
sky130_fd_sc_hd__mux2i_1 | 733 | 7340
sky130_fd_sc_hd__nor2_1 | 585 | 2200
sky130_fd_sc_hd__clkbuf_1 | 396 | 1490
sky130_fd_sc_hd__o221ai_1 | 388 | 3400
sky130_fd_sc_hd__a21oi_1 | 305 | 1530
sky130_fd_sc_hd__o21ai_0 | 174 | 871
sky130_fd_sc_hd__nand2_1 | 167 | 627
sky130_fd_sc_hd__nor3_1 | 155 | 776
sky130_fd_sc_hd__o22ai_1 | 123 | 769
sky130_fd_sc_hd__buf_2 | 106 | 531
sky130_fd_sc_hd__a22oi_1 | 96 | 721
power by group:
part           total, W  internal (W)  switching [W]  leakage, nW
Sequential       0.0181        0.0181      0.0000316         56.7
Clock            0.0141       0.00788        0.00621         9.45
Combinational  0.000474     0.0000855       0.000388         17.2
cells by family (layout without fill, tap and decap cells):
logic type,Yosys count,after routing,share of synthesized area
multiplexers,1982,1982,0.146
buffers and inverters,750,2087,0.0168
other,0,4,0
AND-OR/OR-AND,1337,1337,0.0387
XOR/XNOR,46,46,0.00166
AND/OR/NAND/NOR,1117,1117,0.0200
adder cells (fa/ha/maj),52,52,0.00296
flip-flops,6286,6286,0.774
Power is estimated from default activity; no workload was simulated.
